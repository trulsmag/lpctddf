==> /design/flow/design.v <==
module top_wrapper( 
  sensedrive__out_0a, sense__in_0r, sense__in_0d, sense_oe, sense_out,
  drive_oe, drive_out,
  clk_sampler, rst_sampler_n, sensedrive__out_0r, sensedrive__out_0d,
  sense__in_0a, sense_in
  );
localparam
NUM_REGS = 10, 
MSB_REGS_ADDRESS = $clog2(NUM_REGS)-1,
LENGTH = 8,
MSB = LENGTH - 1,
EMA_FRACBITS = LENGTH,
NUMSAMPLESREG = 4'b0000,
SUBVALUEREG = 4'b0001,
ALPHAREG = 4'b0010, 
THRESHOLDREG = 4'b0011,
MEDREG0 = 4'b0100,
MEDREG1 = 4'b0101,
MEDREG2 = 4'b0110,
EMAREG0 = 4'b0111,
EMAREG1 = 4'b1000,
THCOMPREG = 4'b1001;
  parameter MSB_STATE=1;
  parameter REQH=0, ACKH=1, REQL=2, ACKL=3;
  input clk_sampler;
  input rst_sampler_n;
  input sensedrive__out_0r;
  input [3:0] sensedrive__out_0d;
  input sense__in_0a;
  input sense_in;
  output sensedrive__out_0a;
  output sense__in_0r;
  output sense__in_0d;
  output sense_oe;
  output sense_out;
  output drive_oe;
  output drive_out;
  reg                   sensedrive__out_0a;
  reg [MSB_STATE:0] state_r;
  reg [MSB_STATE:0] state_nxt;
  reg sense_oe_r;
  reg sense_out_r;
  reg drive_oe_r;
  reg drive_out_r;
  reg sense_oe_nxt;
  reg sense_out_nxt;
  reg drive_oe_nxt;
  reg drive_out_nxt;
  reg sensedrive__out_0r_m;
  reg sensedrive__out_0r_sync;
  reg sense__in_0d_m;
  reg sense__in_0d_sync;
  assign sense_oe = sense_oe_r;
  assign sense_out = sense_out_r;
  assign drive_oe = drive_oe_r;
  assign drive_out = drive_out_r;
  assign sense__in_0d = sense__in_0d_sync;
  assign sense__in_0r = clk_sampler;
  always @* begin
    state_nxt = state_r;
    sense_oe_nxt = sense_oe_r;
    sense_out_nxt = sense_out_r;
    drive_oe_nxt = drive_oe_r;
    drive_out_nxt = drive_out_r;
    sensedrive__out_0a = 1'b0;
    case(state_r)
      REQH: begin
        if(sensedrive__out_0r_sync) begin
          state_nxt = ACKH;
        end
      end
      ACKH: begin
        sense_oe_nxt = sensedrive__out_0d[0];
        sense_out_nxt = sensedrive__out_0d[1];
        drive_oe_nxt = sensedrive__out_0d[2];
        drive_out_nxt = sensedrive__out_0d[3];
        sensedrive__out_0a = 1'b1;
        state_nxt = REQL;
      end
      REQL: begin
        sensedrive__out_0a = 1'b1;
        if(!sensedrive__out_0r_sync) begin
          state_nxt = ACKL;
        end
      end
      ACKL: begin
        sensedrive__out_0a = 1'b0;
        state_nxt = REQH;
      end
    endcase
  end
  always @ (posedge clk_sampler or negedge rst_sampler_n) begin
      if (!rst_sampler_n) begin
        state_r <= REQH;
        sense_oe_r <= 1'b1;
        sense_out_r <= 1'b1;
        drive_oe_r <= 1'b1;
        drive_out_r <= 1'b1;
      end
      else begin
        state_r <= state_nxt;
        sense_oe_r <= sense_oe_nxt;
        sense_out_r <= sense_out_nxt;
        drive_oe_r <= drive_oe_nxt;
        drive_out_r <= drive_out_nxt;
      end
  end
  always @ (posedge clk_sampler or negedge rst_sampler_n)
    begin
      if (!rst_sampler_n)
        begin
          sense__in_0d_m <= 1'b0;
          sense__in_0d_sync <= 1'b0;
          sensedrive__out_0r_m <= 1'b0;
          sensedrive__out_0r_sync <= 1'b0;
        end
      else
        begin
          sense__in_0d_m <= sense_in;
          sense__in_0d_sync <= sense__in_0d_m;
          sensedrive__out_0r_m <= sensedrive__out_0r;
          sensedrive__out_0r_sync <= sensedrive__out_0r_m;
        end
    end
endmodule
==> /design/flow/run.sh <==
#!/bin/bash
# OpenROAD 26Q1-2900-gdf79404cd8, Yosys 0.63+post, stock flow scripts
make -C /OpenROAD-flow-scripts/flow DESIGN_CONFIG=/design/flow/config.mk WORK_HOME=/design/flow/orfs finish
==> /design/flow/config.mk <==
export PLATFORM = sky130hd
export DESIGN_NAME = top_wrapper
export DESIGN_NICKNAME = top_wrapper
export VERILOG_FILES = /design/flow/design.v
export SDC_FILE = /design/flow/constraint.sdc
export NUM_CORES = 4
export LEC_CHECK = 1
export CORE_AREA = 10 10 73 73
export DIE_AREA = 0 0 83 83
==> /design/flow/constraint.sdc <==
current_design top_wrapper

set clk_period 2.4
set clk_io_pct 0.2

create_clock -name clk0 -period $clk_period [get_ports {clk_sampler}]

set non_clock_inputs [all_inputs -no_clocks]
set_input_delay [expr $clk_period * $clk_io_pct] -clock clk0 $non_clock_inputs
set_output_delay [expr $clk_period * $clk_io_pct] -clock clk0 [all_outputs]
==> summary.txt <==
Status of the implementation.

- The minimum setup slack among reg-to-reg paths is 1.29 ns, for reference.
- The area of the die is 0.00689 sq mm, for reference.
- The count of boundary I/O pins is 16, for reference.
- The post-route clock skew is around 0.0013 ns, for reference.
- The standby leakage power is about 0.30 nW, for reference.
- Note that the worst hold path type here is reg2reg.
- The placement row count is 22, for reference.
- The capture endpoint of the worst hold path is sense__in_0d_sync, for reference.
- The OpenROAD report gives the critical path a data arrival time of 1.82 ns.
- The endpoint identified for the worst register-to-register timing path is sense_out_r.
- Per the final timing report, the hold violations number 0.
- Clock-pin slew was measured on the worst setup and hold paths at 0.05 ns.
- The worst path buffer plus inverter count is 3, for reference.
- The final routed wirelength across all metal layers is 821 um, for reference.
- The worst setup path is launched from a clock port.
- The number of cells on the worst reg-to-reg path is 2, for reference.
- Measured against its own limit, the worst slew margin works out to 67.7%.
- Hold repair after CTS inserted 0 buffers.
- After detailed routing, the average wire length per cell comes to ~8.9 um.
- The standard cell core area is ~0.0037 sq mm, for reference.
- The flow ran to the end, and the final reports show no timing, DRC or antenna violations.
- The most critical hold endpoint after final layout shows a slack of 0.351 ns.
- Setup repair after global routing left no endpoint under its margin.
- The number of register bits inferred by synthesis is 12, for reference.
- Compared with the post-synthesis result, the final layout area differs by 70.0%.
- The finished cells cover around 700 sq um.
- The core utilization before placement is 11.0%, for reference.
- The post-synthesis cell area is 413 sq um, for reference.
- In this run, distinct cell masters in the synthesized netlist total 11.
- Of the synthesized area, sequential elements account for 74.2%.
- The highest-delay cell along the critical path is sky130_fd_sc_hd__clkdlybuf4s50_1, for reference.
- Walking the worst path, the cells encountered are clkbuf_8 > clkbuf_8 > clkdlybuf4s50_1.
- The worst hold path begins at sense__in_0d_m.
- The overall die height is 83 um, for reference.
- Entering global routing, the biggest net connects 13 pins.
- Post-CTS repair changed the size of 0 cells.
- The placed wire-length estimate after detailed placement is 641 um, for reference.
- The critical path is of the clk2out type.
- The skew report gives the latency at the later pin of the worst-skew pair as 0.34 ns.
- TritonCTS built the clock tree.
- The power per standard cell area is 868 mW/mm^2, for reference.
- The required time at the endpoint of the critical path is 1.92 ns, for reference.
- The total cell area reported by yosys after synthesis is between 400 and 500 sq um, for reference.
- The starting DRC count in detailed routing is 1, for reference.
- The total antenna diodes in the routed design is 0, for reference.
- The count of antenna-violating nets left after detailed routing is 0, for reference.
- The count of cells in the finished layout, fillers not included, comes to 92.
- Max fanout on the critical path was recorded as 2.
- The placement-stage cell area is ~610 sq um, for reference.
- Per the OpenROAD floorplan log, the width of the die is 83 um.
- Summing over every cut layer, the via total after detailed routing is approximately 260.
- The number of placed instances with taps included is roughly 85, for reference.
- The mean number of vias per cell is 2.77, for reference.
- After clock tree synthesis, the setup repair step added 0 buffers.
- The count of max-cap constraint violations is 0, for reference.
- The ratio of cells with drive above 1 in the final layout is 43.2%, for reference.
- The placement report lists the number of port buffers as 14.
- The final sum of negative setup slack is 0 ns, for reference.
- The kind of cell adding the most delay to the critical path is buffers and inverters, for reference.
- The number of warnings issued by yosys is 1, for reference.
- The largest voltage drop on the vdd net is 0.628 mV, for reference.
- At the end of routability-driven placement, the weighted congestion stood at roughly 0.66.
- At the pin with the least slew margin, the transition time is between 0.4 and 0.5 ns.
- The hold-critical path depth is 0, for reference.
- In the synthesized netlist, the number of instances is 24.
- Looking at the reg2reg group, the worst path starts from state_r[3].
- STA classifies the critical path endpoint as an output pin.
- The initial antenna violation count is 0, for reference.
- For this run the aggregate overflow at the end of global routing stands at 0.
- The largest stage delay on the critical path is 0.40 ns, for reference.
- The synthesized area divided by synthesized cell count is around 17 sq um, for reference.
- The number of global-route vias before repair was between 300 and 400.
- The number of slew-limit violations in the final report is 0, for reference.
- The tool warning count is 27, for reference.
- The total iterations of the first detailed-routing run is 2, for reference.
- The most frequent cell on the critical path is sky130_fd_sc_hd__clkbuf_8, for reference.
- The total cells reported by yosys after synthesis is 24, for reference.
- The post-route DRC violation count is 0, for reference.
- The final tally of setup violations is 0, for reference.
- The first-pass GRT wire length is between 1000 and 1500 um, for reference.
- Total global-route track usage over all layers is 2.43%.
-- per-stage QoR --
stage | worst slack, ns | total power (W) | util, %
floorplan | 0.622 | 0.000240 | -
global route | 0.0783 | 0.000634 | 18.8
global placement | 0.353 | 0.000271 | 16.2
finish | 0.0978 | 0.000610 | 18.8
detailed placement | 0.353 | 0.000272 | 16.2
CTS | 0.0806 | 0.000620 | 18.8
-- worst max-delay path by stage --
stage                 slack, ns   startpoint  cells after the start            to
final                       0.1  clk_sampler                      3  sense__in_0r
after global routing       0.08  clk_sampler                      3  sense__in_0r
after CTS                  0.08  clk_sampler                      3  sense__in_0r
-- flip-flops by register name, indices dropped and copies added, names as in the netlist --
| name | flops |
|---|---|
| sense_out_r | 1 |
| drive_oe_r | 1 |
| drive_out_r | 1 |
| sense__in_0d_m | 1 |
| sense_oe_r | 1 |
| sense__in_0d_sync | 1 |
| sensedrive__out_0r_sync | 1 |
| sensedrive__out_0r_m | 1 |
| state_r | 4 |
-- report_power, final --
| part | switching [W] | internal [W] |
|---|---|---|
| Clock | 0.0000911 | 0.000278 |
| Combinational | 0.00000633 | 0.0000192 |
| Sequential | 0.00000312 | 0.000212 |
-- logic make-up after synthesis --
group,after synthesis,synth area share (%)
buffers and inverters,2,2.73
AOI/OAI and AO/OA,2,3.94
and+or+nand+nor,4,8.18
muxes,4,10.9
DFF,12,74.2
-- cells in the mapped netlist (all sizes together) --
| master | count | area [sq um] |
|---|---|---|
| dfrtp | 7 | 175 |
| dfstp | 5 | 131 |
| mux2 | 4 | 45.0 |
| a21o | 2 | 16.3 |
| and2 | 1 | 7.51 |
| buf | 1 | 7.51 |
| inv | 1 | 3.75 |
| nor2 | 1 | 3.75 |
| nor2b | 1 | 6.26 |
| nor3 | 1 | 16.3 |
-- worst register-to-register path: stages, from the launching register on --
cell and delay, ns:
sky130_fd_sc_hd__dfrtp_1 0.42, sky130_fd_sc_hd__nor3_4 0.26, sky130_fd_sc_hd__mux2_2 0.36
-- cell usage in the layout, fill, tap and decap left out, drive strengths merged --
master / instances
clkbuf: 7
inv: 1
nor2b: 1
dfstp: 5
nor3: 1
and2: 1
dfrtp: 7
a21o: 2
nor2: 1
mux2: 4
clkdlybuf4s50: 14
-- layout make-up --
class	count	area [sq um]
Fill cell	427	3040
Sequential cell	12	307
Timing Repair Buffer	13	130
Clock buffer	8	106
Multi-Input combinational cell	10	95.1
Tap cell	48	60.1
Inverter	1	3.75
-- layer usage --
| metal | up-vias | part of all wire (%) | global-route usage, % |
|---|---|---|---|
| met3 | 3 | 8.6 | 1.97 |
| met1 | 128 | 38 | 2.23 |
| li1 | 117 | - | - |
| met2 | 7 | 52 | 3.91 |
| met5 | - | 0 | 0 |
| met4 | 0 | 1.2 | 0.923 |
Power figures rest on the tool's default switching activity, not on a simulated workload.
